$ cat config.mk
export PLATFORM = sky130hd
export DESIGN_NAME = FU_ALU
export DESIGN_NICKNAME = FU_ALU
export VERILOG_FILES = /design/flow/design.v
export SDC_FILE = /design/flow/constraint.sdc
export NUM_CORES = 4
export LEC_CHECK = 1
export CORE_UTILIZATION = 50
$ cat constraint.sdc
current_design FU_ALU

set clk_period 23.5
set clk_io_pct 0.2

create_clock -name clk0 -period $clk_period [get_ports {clk}]

set non_clock_inputs [all_inputs -no_clocks]
set_input_delay [expr $clk_period * $clk_io_pct] -clock clk0 $non_clock_inputs
set_output_delay [expr $clk_period * $clk_io_pct] -clock clk0 [all_outputs]
$ cat design.v
`timescale 1ns / 1ps
module FU_ALU(
    input clk, EN,
    input[3:0] ALUControl,
    input[31:0] ALUA, ALUB,
    output[31:0] res,
    output zero, overflow,
    output finish
);
    reg state;
    assign finish = state == 1'b1;
    initial begin
        state = 0;
    end
    reg[3:0] Control;
    reg[31:0] A, B;
    always@(posedge clk) begin
        if(EN & ~state) begin  
            A<=ALUA;
            B<=ALUB;
            Control<=ALUControl;              
            state <= 1;
        end
        else state <= 0;
    end
    localparam ALU_ADD  = 4'b0001;
    localparam ALU_SUB  = 4'b0010;
    localparam ALU_AND  = 4'b0011;
    localparam ALU_OR   = 4'b0100;
    localparam ALU_XOR  = 4'b0101;
    localparam ALU_SLL  = 4'b0110;
    localparam ALU_SRL  = 4'b0111;
    localparam ALU_SLT  = 4'b1000;
    localparam ALU_SLTU = 4'b1001;
    localparam ALU_SRA  = 4'b1010;
    localparam ALU_Ap4  = 4'b1011;
    localparam ALU_Bout = 4'b1100;
    wire[4:0] shamt = B[4:0];
    wire[32:0] res_subu = {1'b0,A} - {1'b0,B};
    wire[31:0] res_ADD  = A + B;
    wire[31:0] res_SUB  = A - B;
    wire[31:0] res_AND  = A & B;
    wire[31:0] res_OR   = A | B;
    wire[31:0] res_XOR  = A ^ B;
    wire[31:0] res_SLL  = A << shamt;
    wire[31:0] res_SRL  = A >> shamt;
    wire add_of = A[31] & B[31] & ~res_ADD[31] |  
                  ~A[31] & ~B[31] & res_ADD[31];  
    wire sub_of = ~A[31] & B[31] & res_SUB[31] |  
                  A[31] & ~B[31] & ~res_SUB[31];  
    wire[31:0] res_SLT  = {31'b0, res_SUB[31] ^ sub_of};
    wire[31:0] res_SLTU = {31'b0, res_subu[32]};
    wire[31:0] res_SRA  = {{32{A[31]}}, A} >> shamt;
    wire[31:0] res_Ap4  = A + 4;
    wire[31:0] res_Bout = B;
    wire ADD  = Control == ALU_ADD ;
    wire SUB  = Control == ALU_SUB ;
    wire AND  = Control == ALU_AND ;
    wire OR   = Control == ALU_OR  ;
    wire XOR  = Control == ALU_XOR ;
    wire SLL  = Control == ALU_SLL ;
    wire SRL  = Control == ALU_SRL ;
    wire SLT  = Control == ALU_SLT ;
    wire SLTU = Control == ALU_SLTU;
    wire SRA  = Control == ALU_SRA ;
    wire Ap4  = Control == ALU_Ap4 ;
    wire Bout = Control == ALU_Bout;
    assign zero = ~|res;
    assign overflow = (Control == ALU_ADD && add_of) | 
                    (Control == ALU_SUB && sub_of);
    assign res = {32{ADD }} & res_ADD  |
                 {32{SUB }} & res_SUB  |
                 {32{AND }} & res_AND  |
                 {32{OR  }} & res_OR   |
                 {32{XOR }} & res_XOR  |
                 {32{SLL }} & res_SLL  |
                 {32{SRL }} & res_SRL  |
                 {32{SLT }} & res_SLT  |
                 {32{SLTU}} & res_SLTU |
                 {32{SRA }} & res_SRA  |
                 {32{Ap4 }} & res_Ap4  |
                 {32{Bout}} & res_Bout ;
endmodule
$ cat run.sh
#!/bin/bash
# OpenROAD 26Q1-2900-gdf79404cd8, Yosys 0.63+post, stock flow scripts
make -C /OpenROAD-flow-scripts/flow DESIGN_CONFIG=/design/flow/config.mk WORK_HOME=/design/flow/orfs finish
==> flow_metrics.tcl <==
# place-and-route summary
set metrics [dict create \
    outcome "finished, final reports clean" \
    via_per_inst 7.31 \
    enable_flop_cells 68 \
    wl_mm 60.2 \
    slew_violations 0 \
    h-tree-depth 3 \
    fin_crit_sh_pct 48.3 \
    die_h_um 163 \
    yosysMostFrequentCell "nor2_1" \
    rsz0062_at_grt "no" \
    track_usage_pct 47.1 \
    power.total_uw 597 \
    ys_seq_share_pct 16.0 \
    period_minus_slack_ns 11.36 \
    syn_area_mm2 0.0129 \
    grt_overflow_total 0 \
    hold_slack_ns 0.483 \
    setup_tns_ns 0 \
    synthArstFlopShare_pct 0 \
    cts_sinks 69 \
    ys_ff 69 \
    dp_cells 1979 \
    drt_iter0_drc 2203 \
    clockBufferDepth 2 \
    syn2layout_area_growth_pct 11.8 \
    ir_drop_mv 0.0396 \
    placed_area_mm2 0.0141 \
    aoi_share_pct 26.3 \
    postSynthCellCount 1642 \
    clkSlewWorstSetupHoldPaths_ns 0.07 \
    total_leakage_power_nw 5.53 \
    logic_family "AND-OR/OR-AND gates" \
    synthMuxAreaShare_pct 16.9 \
    max_freq_mhz 88.1 \
    post_cts_buffers 0 \
    yosys_cells 1642 \
    path_max_fanout 43 \
    syn_avg_cell_area_um2 7.87 \
    synth.cellmix.simpleShare_pct 20.9 \
    cp.arrival_ns 6.66 \
    grt_start_max_net_pins 61 \
    crit_path_end_kind "output port" \
    clock_skew_ns 0.00850 \
    vias 14600 \
    ys_types 88 \
    powerDensity_mw_per_mm2 41.3 \
    hold_path_class "reg2reg" \
    gp_congestion 1.13 \
    dp.final_hpwl_mm 45.8 \
    finalSetupViolCount 0 \
    finalNonFillerCells 1997 \
    worstPathRequired_ns 18.80 \
    yosysTopAreaCell "edfxtp_1" \
    holdBufCountCts 0 \
    ys_top_cells_by_count "172 x nor2_1, 138 x nand2_1, 107 x a21oi_1, 101 x inv_1, 100 x o21ai_0" \
    logic_area_mm2 0.00991 \
    clk_latency_ns 0.36 \
    tritoncts "yes" \
    cts_buffers 9 \
    ios 105 \
    hold_violations 0 \
    fp.coreArea_mm2 0.0253 \
    startpoint_type "register" \
    maxSlewHeadroom_pct 29.6 \
    antenna_left 0 \
    first_global_vias 13300 \
    dr.pass1.iters 5 \
    synth-xor-area-share_pct 2.51 \
    ys_chip_area_mm2 0.0129 \
    register_area_mm2 0.00206 \
    drive_gt1_share_pct 10.3 \
    synth_warnings 1 \
    adder_share_pct 9.90 \
    fill_cells 2291 \
    fin_area_mm2 0.0144 \
    critPathKind "reg2out" \
    flop_cell "edfxtp_1" \
    grt_first_pass_wirelength_mm 87.9 \
    max_cap_viol_count 0 \
    rows 58 \
    antenna_found_initial 3 \
    route.detailed.drc 0 \
    yosys-top-cells-area "edfxtp_1 16%, mux4_2 10%, ha_1 9.6%, nor2_1 5.0%, mux2i_1 4.2%" \
    cts_root_buf "clkbuf_16" \
    die_w_um 163 \
    wire_per_inst_um 30.2 \
    post_cts_resized 0 \
    warnings 92 \
    top_cell_area_share_pct 15.8 \
    io_buffers 104 \
    worst_pin_slew_ns 1.05 \
    fp-utilization_pct 51.1 \
    die_area_mm2 0.0265 \
]
==> worst paths after layout <==
check	from	to	slack, ns	cells past startpoint
worst max register to register	state	B[8]	21.74	3
worst min-delay path	state	state	0.48	1
worst max-delay path	B[1]	zero	12.14	16
worst min register to register	state	state	0.48	1
==> where the power goes <==
part / internal (mW) / switching, mW / leakage, nW / total [mW]
logic: 0.116 / 0.170 / 4.73 / 0.286
clock network: 0.0837 / 0.0670 / 0.145 / 0.151
registers: 0.144 / 0.0171 / 0.656 / 0.161
==> cell type report <==
type	count	share of cell area (%)
tap	330	2.86
multi-input combinational	1328	68.6
clock inverter	6	0.494
sequential	69	14.3
clock buffer	10	1.58
antenna	2	0.0346
timing repair buffer	147	9.44
inverter	105	2.73
==> kinds of logic after synthesis <==
kind of cell / count (synthesis)
adders and majority gates: 101
xor gates and xnor gates: 37
AOI/OAI and AO/OA: 497
buffers and inverters: 245
and+or+nand+nor: 556
DFF: 69
muxes: 137
==> critical path, stage by stage, from the launching register on <==
cell and delay (ns):
edfxtp_1 0.37, buf_4 0.27, clkinv_1 0.08, buf_4 0.50, ha_1 0.38, or2_2 0.32
a211oi_1 0.55, o21ai_0 0.35, o221a_2 0.36, o2bb2ai_1 0.13, o22ai_1 0.37, nand4_1 0.19
or4_1 0.59, or4_1 0.49, or4_1 0.56, nor4_2 0.29, clkdlybuf4s50_1 0.50
==> layer usage <==
metal / part of all wire (%) / GRT usage (%) / vias up
li1: - / - / 6279
met1: 38 / 68.0 / 6887
met2: 41 / 65.8 / 1202
met3: 15 / 16.0 / 217
met4: 5.5 / 19.2 / 4
met5: 0.043 / 0 / -
==> metrics by stage <==
step                      setup WS (ns)  utilization, %
final                             12.14            57.2
after global routing              12.04            57.2
after CTS                         12.33            57.2
after detailed placement          12.70            56.0
after global placement            12.70            56.0
after floorplan                   13.42               -
==> sequential cells by signal (all words and copies together) (netlist names) <==
| signal | flops |
|---|---|
| Control | 4 |
| state | 1 |
| B | 32 |
| A | 32 |
==> cell usage in the layout (no fill, tap or decap), types with 43 or more instances in the layout <==
cell type and count:
a21oi_1 107, buf_4 43, clkdlybuf4s50_1 104, edfxtp_1 68, ha_1 99, inv_1 100, mux2i_1 54, mux4_2 58
nand2_1 138, nand3_1 49, nor2_1 172, o21ai_0 100
Power is estimated from default activity; no workload was simulated.
