[design/flow/constraint.sdc]
current_design Code2Inst

set clk_period 5.4
set clk_io_pct 0.2

create_clock -name clk0 -period $clk_period

set non_clock_inputs [all_inputs -no_clocks]
set_input_delay [expr $clk_period * $clk_io_pct] -clock clk0 $non_clock_inputs
set_output_delay [expr $clk_period * $clk_io_pct] -clock clk0 [all_outputs]
[design/flow/design.v]
`timescale 1ns / 1ps
module Code2Inst (
    input[31:0] code,
    output reg [19*8-1:0] inst
);
    wire[3*8-1:0] INST_rd ={"x", num2str({3'b000,code[11]}), num2str(code[10:7])};            
    wire[3*8-1:0] INST_rs1 ={"x", num2str({3'b000,code[19]}), num2str(code[18:15])};            
    wire[3*8-1:0] INST_rs2 ={"x", num2str({3'b000,code[24]}), num2str(code[23:20])};  
    wire[3*8-1:0] imm_12 ={num2str(code[31:28]), num2str(code[27:24]), num2str(code[23:20])};
    wire[3*8-1:0] Simm_12 ={num2str(code[31:28]), num2str({code[27:25],code[11]}), num2str(code[10:7])};
    wire[4*8-1:0] SBim_12 ={num2str(code[31]),num2str({ code[7],code[30:28]}), num2str({code[27:25],code[11]}), num2str({code[10:8],1'b0})};
    wire[6*8-1:0] UJim_20 ={num2str(code[31]),num2str(code[19:16]),num2str(code[15:12]),num2str({code[20],code[30:28]}), num2str(code[27:24]), num2str({code[23:21],1'b0})};
    wire[5*8-1:0] Uimm_20 ={num2str(code[31:28]),num2str(code[27:24]),num2str(code[23:20]), num2str(code[19:16]), num2str(code[15:12])};
    wire[13*8-1:0] R_Type = {" ", INST_rd,",", INST_rs1,",",INST_rs2, " "};          
    wire[13*8-1:0] I_Type = {" ", INST_rd,",", INST_rs1,",", imm_12, "H"};           
    wire[13*8-1:0] S_Type = {" ", INST_rs1,",", INST_rs2,",", Simm_12, "H"};         
    wire[13*8-1:0] SB_Type = {" ",INST_rs1,",", INST_rs2,",", SBim_12};              
    wire[13*8-1:0] UJ_Type = {" ",INST_rd,",", UJim_20, "H "};                       
    wire[13*8-1:0] U_Type = {" ", INST_rd,",", Uimm_20, "H  "};                      
    always @* begin 
        if(code==32'h00000000) inst = "nop DStall:lw 00   ";
        else if(code==32'h00000013) inst = "nop JStall:addi0   ";
        else 
        case(code[6:2])                                              
            5'b01100:begin
                case({code[14:12],code[30]})                         
                    4'b0000: inst = {" add",R_Type, "  "};
                    4'b0001: inst = {" sub",R_Type, "  "};
                    4'b1110: inst = {" and",R_Type, "  "};
                    4'b1100: inst = {" or",R_Type, "   "};
                    4'b0100: inst = {" slt",R_Type, "  "};
                    4'b0110: inst = {" sltu",R_Type, " "};
                    4'b1010: inst = {" srl",R_Type, "  "};
                    4'b1011: inst = {" sra",R_Type, " "};
                    4'b1000: inst = {" xor",R_Type, "  "};
                    4'b0010: inst = {" sll",R_Type, "  "};
                    default: inst = "illegal instruction";           
                    endcase
            end
            5'b00000 :begin case(code[14:12])
                3'b000:inst = {" lb",I_Type, "   "};
                3'b001:inst = {" lh",I_Type, "   "};
                3'b010:inst = {" lw",I_Type, "   "};
                3'b100:inst = {" lbu",I_Type, "   "};
                3'b101:inst = {" lhu",I_Type, "   "};
                default: inst = "illegal instruction";
                endcase
            end
            5'b01000: begin case(code[14:12])
             3'b000:inst = {" sb",S_Type, "   "};
             3'b001:inst = {" sh",S_Type, "   "};
             3'b010:inst = {" sw",S_Type, "   "};
             default: inst = "illegal instruction";
                endcase
            end
            5'b11000: begin
                case(code[14:12])
                    3'b000: inst = {"beq",SB_Type, "   "};
                    3'b001: inst = {"bne",SB_Type, "   "};
                    3'b100: inst = {"blt",SB_Type, "   "};
                    3'b101: inst = {"bge",SB_Type, "   "};
                    3'b110: inst = {"bltu",SB_Type, "   "};
                    3'b111: inst = {"bgeu",SB_Type, "   "};
                    default: inst = "illegal instruction";           
                endcase
            end
            5'b11011:  inst = {"jal", UJ_Type, "  "};
            5'b11001: inst = {"jalr", I_Type, "  "};
            5'b00100: begin 
                case(code[14:12])                                    
                    3'b000: inst = {"addi", I_Type, "  "};
                    3'b111: inst = {"andi", I_Type, "  "};
                    3'b110: inst = {"ori", I_Type, "  "};
                    3'b010: inst = {"slti", I_Type, "  "};
                    3'b011: inst = {"sltiu", I_Type};
                    3'b101: inst = code[30]?{"srai",I_Type,"  "}:{"srli",I_Type,"  "};
                    3'b001: inst = {"slli", I_Type, "  "};
                    3'b100: inst = {"xori", I_Type, "  "};
                    default: inst = "illegal instruction";       
                endcase
            end
            5'b01101: inst = {"lui", U_Type, "  "};
            5'b00101: inst = {"auipc", U_Type, "  "};
            default:  inst = "illegal instruction";                  
        endcase  
    end
    function [7:0] num2str;
		input [3:0] number;
		begin
			if (number < 10)
				num2str = "0" + number;
			else
				num2str = "A" - 10 + number;
		end
	endfunction
endmodule
[design/flow/run.sh]
#!/bin/bash
# OpenROAD 26Q1-2900-gdf79404cd8, Yosys 0.63+post, stock flow scripts
make -C /OpenROAD-flow-scripts/flow DESIGN_CONFIG=/design/flow/config.mk WORK_HOME=/design/flow/orfs finish
[design/flow/config.mk]
export PLATFORM = sky130hd
export DESIGN_NAME = Code2Inst
export DESIGN_NICKNAME = Code2Inst
export VERILOG_FILES = /design/flow/design.v
export SDC_FILE = /design/flow/constraint.sdc
export NUM_CORES = 4
export LEC_CHECK = 1
export CORE_UTILIZATION = 50
==> impl_metrics.env <==
# source this file to load flow results
export IMPL_fin_cells=1180
export IMPL_yosysSeqAreaShare=0
export IMPL_switching_share=0.544
export IMPL_worstPathRequired_ps=4320
export IMPL_fp_util=0.517
export IMPL_grt_usage=0.548
export IMPL_synth_cell_types=82
export IMPL_critPathBufInv=3
export IMPL_power_frac_seq=0
export IMPL_comb_power_share=1.000
export IMPL_p_int_mw=0.267
export IMPL_dieArea_mm2=0.0105
export IMPL_wirelength_um=28500
export IMPL_cpPeakStageDelay_ps=680
export IMPL_die_h_um=103
export IMPL_routed_via_density=7.29
export IMPL_setup_violations=1
export IMPL_p_per_area_mw_per_mm2=80.8
export IMPL_cts_setup_buffers=0
export IMPL_drive_gt1_frac=0.138
export IMPL_drc=0
export IMPL_die_w_um=103
export IMPL_period_minus_slack_ps=5460
export IMPL_first_iter_violations=1878
export IMPL_arrival_ps=4380
export IMPL_dp_hpwl_um=22000
export IMPL_grt_ovfl_total=0
export IMPL_relSlewSlack=0.355
export IMPL_antenna_left=0
export IMPL_synthAdderAreaFrac=0.0544
export IMPL_status="finished with violations"
export IMPL_syn_avg_cell_area_um2=5.89
export IMPL_antennaDiodeCount=0
export IMPL_maxCapViolations=0
export IMPL_crit_path_max_fanout=8
export IMPL_xor_area_frac=0.0225
export IMPL_synth_area_mm2=0.00506
export IMPL_ys_sh_simple=0.308
export IMPL_total_power_mw=0.585
export IMPL_placed_cells=1180
export IMPL_slew_violations=0
export IMPL_warnings=43
export IMPL_core_mm2=0.00977
export IMPL_grt_pass1_vias=7550
export IMPL_fillers=807
export IMPL_yosysChipArea_mm2=0.00506
export IMPL_portBuffers=159
export IMPL_p_clk_frac=0
export IMPL_dr_pass1_iters=22
export IMPL_synthesis_instances=859
export IMPL_wl_per_cell_um=24.2
export IMPL_flop_count=0
export IMPL_utilization=0.741
export IMPL_aoi_share=0.467
export IMPL_grt_pass1_wl_um=42500
export IMPL_hp_class="input pin to output pin"
export IMPL_hold_viol_final=0
export IMPL_rsz0062_at_grt="true"
export IMPL_regArea_um2=0
export IMPL_leakagePower_nw=2.82
export IMPL_cp_start_kind="input pin"
export IMPL_fin_crit_sh=1.01
export IMPL_gp_congestion=1.31
export IMPL_combGateArea_mm2=0.00450
export IMPL_fmax_mhz=183
export IMPL_critical_path_class="input pin to output pin"
export IMPL_worstPathCellList="clkdlybuf4s50_1, inv_1, ha_1, nor2_1, nand2_1, nand2_1, a21oi_1, a2111oi_0, nand3_1, clkdlybuf4s50_1"
export IMPL_area_delta_synth_final_pct=43.2
export IMPL_antenna_found_initial=0
export IMPL_vias=8605
export IMPL_failed_checks="negative setup slack"
export IMPL_slowest_stage="a2111oi_0"
export IMPL_vdd_drop_max_v=0.0000477
export IMPL_critical_path_top_delay_family="simple AND/OR/NAND/NOR gates"
export IMPL_ys_cells=859
export IMPL_rows=36
export IMPL_power_switching_mw=0.319
export IMPL_n_clock_buffer=0
export IMPL_tightest_slew_ps=964
export IMPL_ys_sh_mux=0.0141
export IMPL_ys_warn_count=1
export IMPL_whs_ps=3280
export IMPL_topCombFamilyByArea="AND-OR/OR-AND gates"
export IMPL_end_kind="output pin"
export IMPL_setup_slack_ps=-64.5
export IMPL_grt_max_degree=53
export IMPL_io_pins=184
export IMPL_finalSetupTns_ps=-64.5
==> cell families (layout without fill, tap and decap cells) <==
group	count (synthesis)	after routing
other	2	25
buffers and inverters	135	300
xor gates and xnor gates	13	13
and+or+nand+nor	317	317
adders and majority gates	22	22
muxes	7	7
AOI/OAI and AO/OA	363	363
==> layer usage <==
layer / track usage / up-vias / routed length (um)
li1: - / 3570 / -
met1: 0.684 / 3744 / 9700
met2: 0.713 / 969 / 10300
met3: 0.354 / 320 / 5860
met4: 0.282 / 2 / 2650
met5: 0.0144 / - / 26
==> worst min-delay path: cells and delay by family <==
kind / cells / cell delay, ps
buffers and inverters: 3 / 1010
AND/OR/NAND/NOR: 2 / 110
==> placed cells by master, fill, tap and decap left out, types with 13 or more instances in the layout <==
cell,count
a221oi_1,13
buf_4,108
a31oi_1,22
o22ai_1,16
clkdlybuf4s50_1,159
a22oi_1,14
nand3_1,37
ha_1,22
nor2b_1,13
nand2_1,93
a21oi_1,114
inv_1,27
a211oi_1,13
o211ai_1,14
nor3_1,27
nor2_1,80
o21ai_0,67
conb_1,25
==> timing repair <==
action / CTS / global route
gates resized: 0 / 6
endpoints found under the setup margin: 0 / 24
hold buffers: 0 / 0
==> final cells by class <==
type | instances | area share
Multi-Input combinational cell | 747 | 0.621
Timing Repair Buffer | 270 | 0.340
Inverter | 30 | 0.0159
Tap cell | 133 | 0.0230
==> through the flow <==
step / area [um^2] / setup slack (ps)
floorplan: 5140 / 827
global placement: 7220 / 138
detailed placement: 7220 / 118
CTS: 7220 / 112
global route: 7240 / 3.03
finish: 7240 / -64.5
==> final timing paths <==
path	start	endpoint	cells after the start
worst max-delay path	code[12]	inst[37]	10
worst min-delay path	code[24]	inst[72]	5
==> cell usage after synthesis (all sizes together), types with 11 or more instances <==
library cell / number / area [um^2]
a31oi: 22 / 138
xnor2: 11 / 96.3
nor3: 29 / 155
o21ai: 75 / 379
a22oi: 14 / 105
a21oi: 116 / 592
inv: 28 / 108
o211ai: 14 / 105
ha: 22 / 275
a221oi: 14 / 129
nand2: 95 / 359
buf: 53 / 360
clkbuf: 52 / 195
nor2b: 13 / 81.3
nand3: 37 / 185
o221ai: 11 / 96.3
nor2: 83 / 317
a211oi: 14 / 110
o22ai: 16 / 100
==> power groups by stage <==
| stage | clock network, mW | logic [mW] | registers (mW) |
|---|---|---|---|
| final | 0 | 0.585 | 0 |
| after global routing | 0 | 0.615 | 0 |
| after CTS | 0 | 0.551 | 0 |
Power and IR drop assume default switching activity.
